[flow/design.v]
module sm_cpu
(
    input           clk,
    input           rst_n,
    input   [ 4:0]  regAddr,
    output  [31:0]  regData
);
    wire        pcSrc;
    wire        regDst;
    wire        regWrite;
    wire        aluSrc;
    wire        aluZero;
    wire [ 3:0] aluControl;
    wire        jump;
    wire [31:0] pc;
    wire [31:0] pcBranch;
    wire [31:0] pcJump;
    wire [31:0] pcNext  = pc + 1;
    wire [31:0] pc_new  = ~pcSrc ? pcNext : pcBranch;
    wire [31:0] pc_new1 = ~jump ? pc_new : pcJump;
    sm_register r_pc(clk, rst_n, pc_new1, pc);
    wire [31:0] instr;
    sm_rom reset_rom(pc, instr);
    wire [31:0] rd0;
    assign regData = (regAddr != 0) ? rd0 : pc;
    wire [ 4:0] a3  = regDst ? instr[15:11] : instr[20:16];
    wire [31:0] rd1;
    wire [31:0] rd2;
    wire [31:0] wd3;
    sm_register_file rf
    (
        .clk        ( clk          ),
        .a0         ( regAddr      ),
        .a1         ( instr[25:21] ),
        .a2         ( instr[20:16] ),
        .a3         ( a3           ),
        .rd0        ( rd0          ),
        .rd1        ( rd1          ),
        .rd2        ( rd2          ),
        .wd3        ( wd3          ),
        .we3        ( regWrite     )
    );
    wire [31:0] signImm = { {16 { instr[15] }}, instr[15:0] };
    assign pcBranch = pcNext + signImm;
    assign pcJump = {pc[31:28], instr[25:0], 2'b00 };
    wire [31:0] srcB = aluSrc ? signImm : rd2;
    sm_alu alu
    (
        .srcA       ( rd1          ),
        .srcB       ( srcB         ),
        .oper       ( aluControl   ),
        .shift      ( instr[10:6 ] ),
        .zero       ( aluZero      ),
        .result     ( wd3          ) 
    );
    sm_control sm_control
    (
        .cmdOper    ( instr[31:26] ),
        .cmdFunk    ( instr[ 5:0 ] ),
        .aluZero    ( aluZero      ),
        .pcSrc      ( pcSrc        ), 
        .regDst     ( regDst       ), 
        .regWrite   ( regWrite     ), 
        .aluSrc     ( aluSrc       ),
        .aluControl ( aluControl   ),
        .jump       ( jump         )
    );
endmodule
module sm_control
(
    input  [5:0] cmdOper,
    input  [5:0] cmdFunk,
    input        aluZero,
    output       pcSrc, 
    output       regDst, 
    output       regWrite, 
    output       aluSrc,
    output [3:0] aluControl,
    output       jump
);
    wire         branch;
    wire         condZero;
    assign pcSrc = branch & (aluZero == condZero);
    localparam  C_SPEC  = 6'b000000,  
                C_ADDIU = 6'b001001,  
                C_BEQ   = 6'b000100,  
                C_LUI   = 6'b001111,  
                C_BNE   = 6'b000101,  
                C_J     = 6'b000010,  
                C_ANDI  = 6'b001100;  
    localparam  F_ADDU  = 6'b100001,  
                F_OR    = 6'b100101,  
                F_SRL   = 6'b000010,  
                F_SLTU  = 6'b101011,  
                F_SUBU  = 6'b100011,  
                F_SLL   = 6'b000000,  
                F_SRLV  = 6'b000110,  
                F_ANY   = 6'b??????;
    reg    [9:0] conf;
    assign { branch, condZero, regDst, regWrite, aluSrc, aluControl, jump } = conf;
    always @ (*) begin
        casez( {cmdOper,cmdFunk} )
            default             : conf = 10'b00;
            { C_SPEC,  F_ADDU } : conf = 10'b0011000000;
            { C_SPEC,  F_OR   } : conf = 10'b0011000010;
            { C_ADDIU, F_ANY  } : conf = 10'b0001100000;
            { C_BEQ,   F_ANY  } : conf = 10'b1100000000;
            { C_LUI,   F_ANY  } : conf = 10'b0001100100;
            { C_SPEC,  F_SRL  } : conf = 10'b0011000110;
            { C_SPEC,  F_SLTU } : conf = 10'b0011001000;
            { C_BNE,   F_ANY  } : conf = 10'b1000000000;
            { C_SPEC,  F_SUBU } : conf = 10'b0011001010;
            { C_J,     F_ANY  } : conf = 10'b0000000001;
            { C_ANDI,  F_ANY  } : conf = 10'b0001101100;
            { C_SPEC,  F_SLL  } : conf = 10'b0011001110;
            { C_SPEC,  F_SRLV } : conf = 10'b0011010000;
        endcase
    end
endmodule
module sm_alu
(
    input  [31:0] srcA,
    input  [31:0] srcB,
    input  [ 3:0] oper,
    input  [ 4:0] shift,
    output        zero,
    output reg [31:0] result
);
    localparam ALU_ADD  = 4'b0000,
               ALU_OR   = 4'b0001,
               ALU_LUI  = 4'b0010,
               ALU_SRL  = 4'b0011,
               ALU_SLTU = 4'b0100,
               ALU_SUBU = 4'b0101,
               ALU_AND  = 4'b0110,    
               ALU_SLL  = 4'b0111,
               ALU_SRLV = 4'b1000;
    always @ (*) begin
        case (oper)
            default  : result = srcA + srcB;
            ALU_ADD  : result = srcA + srcB;
            ALU_OR   : result = srcA | srcB;
            ALU_LUI  : result = (srcB << 16);
            ALU_SRL  : result = srcB >> shift;
            ALU_SLTU : result = (srcA < srcB) ? 1 : 0;
            ALU_SUBU : result = srcA - srcB;
            ALU_AND  : result = srcA & srcB;
            ALU_SLL  : result = srcB << shift;
            ALU_SRLV : result = srcB >> srcA;
        endcase
    end
    assign zero   = (result == 0);
endmodule
module sm_register_file
(
    input         clk,
    input  [ 4:0] a0,
    input  [ 4:0] a1,
    input  [ 4:0] a2,
    input  [ 4:0] a3,
    output [31:0] rd0,
    output [31:0] rd1,
    output [31:0] rd2,
    input  [31:0] wd3,
    input         we3
);
    reg [31:0] rf [31:0];
    assign rd0 = (a0 != 0) ? rf [a0] : 32'b0;
    assign rd1 = (a1 != 0) ? rf [a1] : 32'b0;
    assign rd2 = (a2 != 0) ? rf [a2] : 32'b0;
    always @ (posedge clk)
        if(we3) rf [a3] <= wd3;
endmodule
[flow/constraint.sdc]
current_design sm_register_file

set clk_period 10.0
set clk_io_pct 0.2

create_clock -name clk0 -period $clk_period [get_ports {clk}]

set non_clock_inputs [all_inputs -no_clocks]
set_input_delay [expr $clk_period * $clk_io_pct] -clock clk0 $non_clock_inputs
set_output_delay [expr $clk_period * $clk_io_pct] -clock clk0 [all_outputs]
[flow/config.mk]
export PLATFORM = sky130hd
export DESIGN_NAME = sm_register_file
export DESIGN_NICKNAME = sm_register_file
export VERILOG_FILES = /design/flow/design.v
export SDC_FILE = /design/flow/constraint.sdc
export NUM_CORES = 4
export LEC_CHECK = 1
export CORE_UTILIZATION = 50
[flow/run.sh]
#!/bin/bash
# OpenROAD 26Q1-2900-gdf79404cd8, Yosys 0.63+post, stock flow scripts
make -C /OpenROAD-flow-scripts/flow DESIGN_CONFIG=/design/flow/config.mk WORK_HOME=/design/flow/orfs finish
==> changes_impl.md <==
### Physical design

- XOR Share, Synth: 0%
- Area Growth Syn to Fin: 12.7%
- WP data arrival: 5850 ps
- Share of layout cells above drive strength 1: 31.5%
- Worst hold endpoint: rf[12][20]$_DFFE_PP_
- Dominant register cell: edfxtp_1
- Seq share, synth: 55.1%
- Clk root buf: clkbuf_16
- Fmax achieved: between 100 and 150 MHz
- I/O Buffers: 149
- Outcome: completed
- Top non-seq family: multiplexers
- Largest register FFs: 1024
- Hold path depth: 2
- Drt wl/cell: about 42 um
- Final wirelength: slightly above 200000 um
- Hold_buf cts: 0
- Number of fill cells: 7981
- Top-Level Pins: 150
- Syn avg cell area: 17.3 um^2
- CTS sink count: around 1000
- Cell Rows: around 120
- Final Cycle Share: 78.5%
- Worst-path fanout max: 43
- Drt drc: 0
- Width of the die: 336 um
- Cell taking the most area after synthesis: edfxtp_1
- Final hold violations: 0
- Crit path from: a2[1]
- Ys flops: 1024
- Setup crit end kind: primary output
- Resized Gates After CTS: 0
- RSZ-0062 raised after global routing: false
- Pre-antenna DRT Iters: 6
- Initial antenna violation count: 4
- Area contributors post-synth: edfxtp_1 55%, mux4_2 23%, mux2i_1 6.9%, mux2_2 1.9%, a211oi_1 1.3%
- Min-delay src: wd3[20]
- Final HPWL DP: 120000 um
- Largest net degree at the start of global routing: between 70 and 80
- Core area: between 100000 and 150000 um^2
- EDFF count, synth: roughly 1000
- MUX share of area: 32.1%
- Yosys cell count: 3230
- Worst-path clk slew: 60 ps
- Routed Antenna Nets: 0
- DRT iter0 DRCs: 2797
- FP Core Util: approximately 50%
- Setup ws final: 2150 ps
- Warning total across the stage logs: 26
- Global route overflow: 0
- Peak VDD IR: 0.155 mV
- Global-route usage over all layers: 41.6%
- Clock Path Buffers: 3
- H-Tree Depth: 3
- CP Launch Type: primary input
- Simple Share, Synth: 2.46%
- DIE AREA: 113000 um^2
- Biggest regs: rf (1024)
- CTS buffer count: about 110
- Max-area cell share: 55.1%
- Crit Path Class: in -> out
- DIE HEIGHT: 336 um
- Place WS: 2420 ps
- Setup violators final: 0
- Yosys synthesis chip area: 55800 um^2
- Period minus WS final: 7850 ps
- Share of flip-flops with an asynchronous set or reset: 0%
- Vias in the first global route: 40500
- CTS tree: built
- Syn Inst Count: 3230
- Reg with most FFs: rf
- Slew @ Worst Pin: between 1000 and 1500 ps
- Synth Area in Adders: 0%
- Data required, critical path: roughly 8000 ps
- Vias/cell: 7.52
- Fin. max-slew vios: 0
- Syn Std Cell Area: ~56000 um^2
- Via count: 37000
- Maxcap violations: 0
- Yosys warning tally: 2
- Setup TNS: 0 ps
- PD cells: 163 nW/um^2
- GPL Wtd Cong: 0.957
- Rel. slew slack: 28.6%
- Hold Crit Class: in -> reg
- Compound-cell area share of the yosys netlist: 7.36%
- Leakage: 20.2 nW
- Unique cell types: 36
- Post-CTS Setup Inserts: 0
- First-pass GRT wire length: 291000 um
==> routing by layer <==
layer	track usage, %	part of all wire (%)
met4	20.5	7.0
met5	5.02	0.35
met1	46.2	28
met3	35.8	20
met2	55.8	44
==> worst max-delay path by stage <==
stage	end	slack, ps	cells after the start
finish	rd2[14]	2150	7
global route	rd2[14]	2170	7
CTS	rd2[14]	2420	7
==> per-stage QoR <==
| step | cell area (um^2) | total power, W | utilization [%] | std cells | hold WS (ps) |
|---|---|---|---|---|---|
| CTS | 62900 | 0.0103 | 56.8 | 4924 | 2070 |
| finish | 62900 | 0.0103 | 56.8 | 4929 | 2100 |
| floorplan | 55800 | 0.00558 | - | 3230 | 2100 |
| global route | 62900 | 0.0105 | 56.8 | 4924 | 2100 |
| global placement | 59200 | 0.00611 | 53.5 | 4713 | 2820 |
| detailed placement | 59200 | 0.00612 | 53.5 | 4713 | 2830 |
==> synthesized netlist by cell type (13+ instances only) <==
cell type and number:
a211oi_1 96, a21oi_1 32, a221oi_1 77, a22oi_1 96, a311oi_1 64, buf_2 74, buf_4 74, buf_6 14
clkbuf_1 153, edfxtp_1 1024, mux2_2 96, mux2i_1 384, mux4_2 576, nand2_1 103, nand4_1 32, nor2_1 40
nor2b_1 71, o2111ai_1 19, o21ai_0 96, o21ai_1 13, o221ai_1 64
==> area by class of cell <==
cell class                 instances  area (um^2)  area share (%)
antenna                            5         12.5          0.0199
clock buffer                     138         3010            4.78
clock inverter                    73          702            1.12
inverter                           3         16.3          0.0259
multi-input combinational       1885        23700            37.7
sequential                      1024        30700            48.9
tap                             1488         1860            2.96
timing repair buffer             313         2830            4.50
==> kinds of logic after synthesis <==
logic type      after synthesis
mux                        1056
buf+inv                     321
flops                      1024
simple gates                272
compound gates              557
==> where the power goes <==
group	total [W]	switching [W]	internal [W]
logic	0.00125	0.000726	0.000526
registers	0.00481	0.0000319	0.00478
clock network	0.00419	0.00175	0.00244
==> worst max-delay path, cell delays in order <==
cell             delay, ps
buf_6                  520
buf_4                  560
nor2_4                 230
and3_2                 540
buf_4                  430
a211oi_1               880
clkdlybuf4s50_1        620
==> layout by cell type (no fill, tap or decap), drive strengths merged, types with 12 or more instances in the layout <==
master / n
edfxtp: 1024
mux4: 576
mux2i: 384
buf: 179
clkbuf: 138
clkdlybuf4s50: 134
o21ai: 109
nand2: 103
a22oi: 96
mux2: 96
a211oi: 96
a221oi: 77
nor2b: 71
o221ai: 64
a311oi: 64
clkinv: 56
nor2: 41
a21oi: 32
nand4: 32
o2111ai: 19
bufinv: 12
No activity file was given, so power comes from the tool's default toggle rates.
